### flow/config.mk
export PLATFORM = sky130hd
export DESIGN_NAME = Write_Data
export DESIGN_NICKNAME = Write_Data
export VERILOG_FILES = /design/flow/design.v
export SDC_FILE = /design/flow/constraint.sdc
export NUM_CORES = 4
export LEC_CHECK = 1
export CORE_AREA = 10 10 121 121
export DIE_AREA = 0 0 131 131
### flow/constraint.sdc
current_design Write_Data

set clk_period 1.4
set clk_io_pct 0.2

create_clock -name clk0 -period $clk_period

set non_clock_inputs [all_inputs -no_clocks]
set_input_delay [expr $clk_period * $clk_io_pct] -clock clk0 $non_clock_inputs
set_output_delay [expr $clk_period * $clk_io_pct] -clock clk0 [all_outputs]
### flow/design.v
module Write_Data(
		input [127:0]	mem_resp_data, 
		input [31:0] 	cpu_req_data,
		input [3:0]	 	cpu_req_write,
		input [1:0] 	which_words,		
		output reg [127:0] sram_write_data 
		); 
	wire [31:0] write_mask, write_mask_n;
	assign write_mask 	= {{8{cpu_req_write[3]}},{8{cpu_req_write[2]}},{8{cpu_req_write[1]}},{8{cpu_req_write[0]}}};
	assign write_mask_n = ~ write_mask;
	always@(*) begin
		sram_write_data = mem_resp_data;
		case(which_words)
			2'd0: 	sram_write_data[31:0] 	= ((write_mask_n&mem_resp_data[31:0]  )|(write_mask&cpu_req_data));
			2'd1:	sram_write_data[63:32] 	= ((write_mask_n&mem_resp_data[63:32] )|(write_mask&cpu_req_data));
			2'd2:	sram_write_data[95:64] 	= ((write_mask_n&mem_resp_data[95:64] )|(write_mask&cpu_req_data));
			2'd3:	sram_write_data[127:96] = ((write_mask_n&mem_resp_data[127:96])|(write_mask&cpu_req_data));
		endcase
	end
endmodule
module Write_Mask(
	input [1:0] 		which_words,
	input [3:0] 		cpu_write_mask,
	output reg [15:0] 	write_mask
	);
	always@(*) begin
		write_mask = 16'b0000_0000_0000_0000;
		case(which_words)
			2'd0: write_mask[3:0] 	= cpu_write_mask;
			2'd1: write_mask[7:4] 	= cpu_write_mask;
			2'd2: write_mask[11:8] 	= cpu_write_mask;
			2'd3: write_mask[15:12] = cpu_write_mask;
		endcase
	end
endmodule
module Write_Enable(
	input 		[1:0] 	which_SRAM,
	output reg	[3:0] 	write_enable_hit 
	);
	always@(*) begin 
		write_enable_hit = 4'b1111;
		case(which_SRAM)
			2'd0: 	write_enable_hit = 4'b1110;
			2'd1:	write_enable_hit = 4'b1101;
			2'd2:	write_enable_hit = 4'b1011;
			2'd3:	write_enable_hit = 4'b0111;
		endcase
	end
endmodule
### flow/run.sh
#!/bin/bash
# OpenROAD 26Q1-2900-gdf79404cd8, Yosys 0.63+post, stock flow scripts
make -C /OpenROAD-flow-scripts/flow DESIGN_CONFIG=/design/flow/config.mk WORK_HOME=/design/flow/orfs finish
==> impl_metrics.py <==
# Physical implementation metrics
metrics = {
    "floorplan": {
        "chip_area_sq_um": 17200,
        "num_rows": 40,
        "die_x_microns": 131,
        "die_h_microns": 131,
        "core_area_sq_um": 12100,
        "fp_util_pct": 14.3,
        "ioPinCount": 294,
    },
    "timing": {
        "hold_viol_final": 0,
        "tns_ns": -28.21,
        "slew_headroom_pct": 86.2,
        "fin_crit_ns": 1.73,
        "fmax_ghz": 0.580,
        "grt_setup_unrepaired": "true",
        "drv_slew": 0,
        "period_used_pct": 123,
        "worst_pin_slew_ns": 0.207,
        "worst_slack_ns": -0.325,
        "finalSetupViolCount": 128,
    },
    "final_layout": {
        "num-clock-buffers": 0,
        "flops": 0,
        "logic_area_sq_um": 2200,
        "fillers": 964,
        "syn_to_final_growth_pct": 285,
        "final_area_sq_um": 6610,
        "drive_gt1_share_pct": 71.1,
        "flop_area_sq_um": 0,
    },
    "logic_synthesis": {
        "yosysChipArea_sq_um": 1720,
        "ys_types": 7,
        "syn_avg_cell_area_sq_um": 11.6,
        "yosysSeqAreaShare_pct": 0,
        "synth_cells": 148,
        "ys_cells": 148,
        "synth_warnings": 1,
        "netlist_area_sq_um": 1720,
    },
    "routing": {
        "vias_per_cell": 4.11,
        "avgRoutedWirePerCell_microns": 20.0,
        "postRouteAntennaNets": 0,
        "drcViolationCount": 0,
        "firstDrtPassIters": 4,
        "finalWirelength_microns": 14400,
        "num_vias": 2970,
        "drtIter0Drc": 100,
        "antenna_cells_inserted": 0,
    },
    "global_route": {
        "grt-ovfl-total": 0,
        "busiest_layer": "met2",
        "grt_use_met2_pct": 26.3,
        "grt_pass1_wl_microns": 20300,
        "antenna_found_initial": 0,
        "grt.met1_usage_pct": 18.8,
        "grt_max_degree": 9,
        "gr-usage-all-layers_pct": 15.2,
        "grt_pass1_vias": 3366,
        "grt_util_met3_pct": 5.15,
    },
    "critical_path": {
        "crit_path_start_kind": "input port",
        "crit_required_ns": 1.12,
        "path_buffers": 5,
        "path_class": "in2out",
        "cp_cell_sequence": "buf_8 > buf_12 > nor3b_4 > buf_12 > buf_6 > mux2_4 > buf_6",
        "slowest_delay_ns": 0.30,
        "crit_family": "buffers and inverters",
        "arrival_ns": 1.45,
        "path_depth": 7,
        "endpoint_kind": "primary output",
        "crit_path_top_delay_cell": "mux2_4",
        "cp_max_fo": 8,
    },
    "place": {
        "portBuffers": 294,
        "pre_cts_slack_ns": -1.00,
        "dp_hpwl_microns": 10400,
        "gp_congestion": 0.807,
        "post_dp_cell_area_sq_um": 5000,
    },
    "worst_hold_path": {
        "hold_depth": 3,
        "hold_path.class": "in2out",
    },
    "run": {
        "maxCapViolCount": 0,
        "tool_warnings": 35,
    },
    "outcome": {
        "status": "finished with violations",
        "violations": "setup timing",
    },
    "pwr": {
        "vdd_drop_max_v": 0.000173,
        "total_power_mw": 1.92,
        "powerDensity_nw_per_um2": 291,
        "power.leakage_nw": 3.32,
    },
}
## placed cells by master, fill, tap and decap left out, drive strengths merged
cell type	synthesis	final
clkbuf	0	2
buf	4	247
nor3b	4	4
nand3b	8	8
clkdlybuf4s50	0	158
clkdlybuf4s15	0	1
nand3	4	4
dlygate4sd2	0	2
mux2	128	128
## synth_stat cells (all sizes together)
library cell | instances | share of area, %
mux2 | 128 | 84
buf | 4 | 2.2
nor3b | 4 | 4.4
nand3b | 8 | 7.3
nand3 | 4 | 2.3
## layer usage
| metal | up-vias | routed length (microns) |
|---|---|---|
| li1 | 1408 | - |
| met1 | 1389 | 5700 |
| met2 | 165 | 6990 |
| met3 | 8 | 1620 |
| met4 | 0 | 121 |
| met5 | - | 0 |
## metrics by stage
step | instances | util, % | hold WS [ns]
after global routing | 722 | 54.8 | 1.12
after CTS | 726 | 51.8 | 1.08
after floorplan | 148 | - | 0.658
after global placement | 618 | 41.5 | 1.59
after detailed placement | 618 | 41.5 | 1.60
final | 722 | 54.8 | 1.10
## cells by family (layout without fill, tap and decap cells)
logic type,count (synthesis),after routing,synth area share (%)
buf+inv,4,410,2.18
mux,128,128,83.8
simple gates,16,16,14.0
## where the power goes
| part | leakage, nW | internal [mW] | switching, mW |
|---|---|---|---|
| registers | 0 | 0 | 0 |
| logic | 3.32 | 1.42 | 0.503 |
| clock network | 0 | 0 | 0 |
## path summary, 6_finish.rpt
| kind | endpoint | start |
|---|---|---|
| min | sram_write_data[76] | cpu_req_data[12] |
| max | sram_write_data[19] | which_words[0] |
## timing repair
action                     CTS  global route
hold endpoints to repair     0             0
gates resized              674            83
pin swaps                   15             7
setup endpoints to repair  128           128
buffers inserted           106             8
gates cloned                 2             0
hold buffers                 0             0
## tightest hold or removal path, cell delays in order
cell           delay (ns)
dlygate4sd2_1        0.28
mux2_4               0.18
buf_6                0.08
## cell type report
type	count	share of cell area [%]
Tap cell	168	3.18
Timing Repair Buffer	410	63.5
Multi-Input combinational cell	144	33.3
No activity file was given, so power comes from the tool's default toggle rates.
