--- design/flow/design.v ---
module mux2_to1 #(WIDTH = 32)(
	in_a, in_b, sel, out
	);
	input [WIDTH-1:0] in_a, in_b;
	input sel;
	output [WIDTH-1:0] out;
	assign out = sel? in_b: in_a;
endmodule
module mux3_to1 #(WIDTH = 32)(
	in_a, in_b, in_c, sel, out
	);
	input [WIDTH-1:0] in_a, in_b, in_c;
	input [1:0] sel;
	output reg [WIDTH-1:0] out;
	always@(*) begin
		case(sel) 
			2'b00: out = in_a;
			2'b01: out = in_b;
			2'b10: out = in_c;
			default: out = 0;
		endcase
	end
endmodule
module mux4_to1 #(WIDTH = 128)(
	in, sel, out
	);
	input [WIDTH-1:0] in;
	input [1:0] sel;
	output reg [WIDTH/4-1:0] out;
	always@(*) begin
		case(sel)
			3'd0: out = in[WIDTH/4-1:0];
			3'd1: out = in[WIDTH/2-1:WIDTH/4];
			3'd2: out = in[3*WIDTH/4-1:WIDTH/2];
			3'd3: out = in[WIDTH-1:3*WIDTH/4];
			default: out = 0;
		endcase
	end
endmodule
module mux5_to1 #(WIDTH = 32)(
	in_a, in_b, in_c, in_d, in_e, sel, out
	);
	input [WIDTH-1:0] in_a, in_b, in_c, in_d, in_e;
	input [2:0] sel;
	output reg [WIDTH-1:0] out;
	always@(*) begin
		case(sel)
			3'd0: out = in_a;
			3'd1: out = in_b;
			3'd2: out = in_c;
			3'd3: out = in_d;
			3'd4: out = in_e;
			default: out = 0;
		endcase
	end
endmodule
--- design/flow/run.sh ---
#!/bin/bash
# OpenROAD 26Q1-2900-gdf79404cd8, Yosys 0.63+post, stock flow scripts
make -C /OpenROAD-flow-scripts/flow DESIGN_CONFIG=/design/flow/config.mk WORK_HOME=/design/flow/orfs finish
--- design/flow/config.mk ---
export PLATFORM = sky130hd
export DESIGN_NAME = mux4_to1
export DESIGN_NICKNAME = mux4_to1
export VERILOG_FILES = /design/flow/design.v
export SDC_FILE = /design/flow/constraint.sdc
export NUM_CORES = 4
export LEC_CHECK = 1
export CORE_AREA = 10 10 95 95
export DIE_AREA = 0 0 105 105
--- design/flow/constraint.sdc ---
current_design mux4_to1

set clk_period 1.1
set clk_io_pct 0.2

create_clock -name clk0 -period $clk_period

set non_clock_inputs [all_inputs -no_clocks]
set_input_delay [expr $clk_period * $clk_io_pct] -clock clk0 $non_clock_inputs
set_output_delay [expr $clk_period * $clk_io_pct] -clock clk0 [all_outputs]
==> reports/metrics.yaml <==
path_max_fanout: 7
syn_avg_cell_area_um2: 20.89
flops: 0
syn_inst: 39
fin_tns_setup_ps: -6994
rows: 30
area.combinational_um2: 720.7
seqCellArea_um2: 0
rsz0062_at_grt: "true"
grt_antenna_before_repair: 3
syn_area_um2: 814.5
setup_viol: 32
cts_hold_buffers: 0
die_h_um: 105
yosysWarnings: 1
crit_required_ps: 880
core_um2: 6907
critPathKind: "input pin to output pin"
power_density_nw_per_um2: 324.2
status: "finished, violations left"
grt_max_degree: 12
arrival_ps: 1130
tightest_slew_ps: 95.66
dpl.hpwl_mm: 5.725
fp_util_pct: 11.79
startpoint: "sel[0]"
grt_pass1_wl_mm: 9.328
finalInstanceArea_um2: 2371
ios: 162
max-cap-violations: 0
grt_use_met1_pct: 12.87
timing.final.crit_share_pct: 122.6
route.detailed.drc: 0
fill_cells: 766
place_area_um2: 2555
cp-endpoint: "out[2]"
peakVddDrop_uv: 107.1
final.min_clock_period_ps: 1349
track_usage_pct: 11.03
dieArea_um2: 11030
end_kind: "output pin"
ant_nets: 0
first_global_vias: 1549
drt-wirelength-per-cell_um: 20.74
vias: 1222
io_buffers: 162
globalplace.congestion: 0.8149
slowest_delay_ps: 500
leakagePower_nw: 1.119
die.size.x_um: 105
drive_gt1_share_pct: 38.05
via_per_inst: 4.007
warnings: 35
slowest_stage: "mux4_2"
clockPowerShare_pct: 0
power_frac_seq_pct: 0
p_int_mw: 0.5708
p_switching_mw: 0.1979
dpl_worst_slack_ps: -899.1
ys_area_um2: 814.5
wirelength_mm: 6.327
firstDrtPassIters: 3
yosysSeqAreaShare_pct: 0
ys_cells: 39
mostFrequentLayoutCell: "dlygate4sd2_1"
syn2layout_area_growth_pct: 191.1
violations: "setup timing"
met2_usage_pct: 17.39
grtUsageMet3_pct: 7.764
netSwitchingFraction_pct: 25.75
comb_power_share_pct: 100.0
max_slew_margin_pct: 93.62
drt_iter0_drc: 16
ys_types: 5
finalHoldViolations: 0
crit_chain: "buf_16, buf_12, mux4_2, buf_2"
nClkBuffers: 0
mostFrequentLayoutCells: "124 x dlygate4sd2_1, 32 x mux4_2, 32 x buf_2"
grt_overflow: 0
setup_slack_ps: -248.7
fmaxAchievable_mhz: 741.4
dp_cells: 297
slew_viol_final: 0
hold_ws_ps: 921.7
layout.cells.non_filler: 305
grt-busiest-layer: "met2"
start_kind: "input pin"
hold_path.class: "input pin to output pin"
[worst max-delay path: cells and delay by family]
family | cells | cell delay (ps)
multiplexers | 1 | 500
buffers and inverters | 3 | 410
[power groups by stage]
stage     Sequential (mW)  Combinational (mW)   Clock (mW)
4_1_cts                 0               0.781            0
5_1_grt                 0               0.838            0
6_report                0               0.769  0.000000486
[cell families after synthesis]
family / synth area share (%)
buf+inv: 10.60
mux: 89.40
[final cells by class]
type / count / share of cell area, %
repair buffers: 173 / 64.12
multi-input cells: 32 / 30.40
well taps: 96 / 5.066
diodes: 4 / 0.4222
[through the flow]
stage,total power [mW],utilization [%]
floorplan,0.2608,-
CTS,0.7810,33.97
detailed placement,1.002,36.99
global route,0.8382,34.18
global placement,1.001,36.99
finish,0.7688,34.33
[worst min path at each step]
stage / from / endpoint / depth (start not counted)
finish: in[124] / out[28] / 3
global route: in[59] / out[27] / 3
CTS: sel[0] / out[28] / 3
[synthesized netlist by cell type]
| cell | number | area, um^2 |
|---|---|---|
| buf_2 | 3 | 15.01 |
| buf_6 | 1 | 11.26 |
| mux4_1 | 2 | 52.55 |
| buf_12 | 3 | 60.06 |
| mux4_2 | 30 | 675.7 |
[what timing repair did]
item                                    in CTS  in global routing
setup buffers                                0                  1
endpoints found under the setup margin      32                 32
resized                                    248                  2
gates cloned                                 3                  0
[layer usage]
| metal | up-vias | part of all wire (%) |
|---|---|---|
| li1 | 543 | - |
| met2 | 125 | 43 |
| met4 | 0 | 0 |
| met5 | - | 0 |
| met3 | 0 | 17 |
| met1 | 554 | 39 |
Power figures rest on the tool's default switching activity, not on a simulated workload.
